$ cat flow/run.sh
#!/bin/bash
# OpenROAD 26Q1-2900-gdf79404cd8, Yosys 0.63+post, stock flow scripts
make -C /OpenROAD-flow-scripts/flow DESIGN_CONFIG=/design/flow/config.mk WORK_HOME=/design/flow/orfs finish
$ cat flow/config.mk
export PLATFORM = sky130hd
export DESIGN_NAME = RS_232_top
export DESIGN_NICKNAME = RS_232_top
export VERILOG_FILES = /design/flow/design.v
export SDC_FILE = /design/flow/constraint.sdc
export NUM_CORES = 4
export LEC_CHECK = 1
export CORE_UTILIZATION = 40
$ cat flow/constraint.sdc
current_design RS_232_top

set clk_period 9.1
set clk_io_pct 0.2

create_clock -name clk0 -period $clk_period [get_ports {clk_i}]

set non_clock_inputs [all_inputs -no_clocks]
set_input_delay [expr $clk_period * $clk_io_pct] -clock clk0 $non_clock_inputs
set_output_delay [expr $clk_period * $clk_io_pct] -clock clk0 [all_outputs]
$ cat flow/design.v
`timescale 1ns / 1ps
module RS_232_top(
    input clk_i, 
    input rst_i, 
    input RXD_i, 
    output TXD_o
    );
    wire state;
    wire [7:0] data;
    Receiver odbiornik(.clk_i(clk_i), .rst_i(rst_i), .RXD_i(RXD_i), .data(data), .state(state));
    Transceiver nadajnik(.clk_i(clk_i), .rst_i(rst_i), .TXD_o(TXD_o), .data(data), .state(state));
endmodule
`timescale 1ns / 1ps
module Receiver(
    input clk_i,
    input rst_i,
    input RXD_i,
    output [7:0] data,
    output state
    );
    reg [7:0] data_buff;
    reg state_buff = 0;
    reg transmission = 0;
    parameter baud = 9600;
    integer cycle_time = 100000000/baud;
    integer counter = 0;
    always @(posedge clk_i or posedge rst_i)
        begin
            if(rst_i) 
                begin
                    counter = 0;
                    data_buff = 8'b00000000;
                    transmission = 0;
                end
            else 
                begin
                    if(RXD_i == 0 && transmission == 0)
                        transmission = 1;  
                    else if(transmission == 1)
                        begin
                            if(counter == cycle_time*3/2)
                                data_buff[0] <= RXD_i;
                            else if (counter == cycle_time*5/2)
                                data_buff[1] <= RXD_i;
                            else if (counter == cycle_time*7/2)
                                data_buff[2] <= RXD_i;
                            else if (counter == cycle_time*9/2)
                                data_buff[3] <= RXD_i;
                            else if (counter == cycle_time*11/2)
                                data_buff[4] <= RXD_i;
                            else if (counter == cycle_time*13/2)
                                data_buff[5] <= RXD_i;
                            else if (counter == cycle_time*15/2)
                                data_buff[6] <= RXD_i;
                            else if (counter == cycle_time*17/2)
                                data_buff[7] <= RXD_i;            
                            else if (counter > cycle_time*17/2 && RXD_i == 1)
                                begin
                                    state_buff <= !state_buff;
                                    counter = 0;
                                    transmission = 0;
                                end
                            counter = counter + 1;
                        end
                end
        end
    assign data = data_buff;
    assign state = state_buff;
endmodule
`timescale 1ns / 1ps
module Transceiver(
    input clk_i,
    input rst_i, 
    output reg TXD_o, 
    input state, 
    input [7:0] data
    );
    reg transmission = 0;
    reg [7:0] data_buff;
    reg new_state = 0;
    parameter baud = 9600;
    integer counter =0;   
    integer cycle_time = 100000000/baud;
    always @(posedge clk_i or posedge rst_i)
        begin
            if(rst_i)
               begin
                   transmission = 0;
                   TXD_o = 1;
               end
            else
                begin
                    if(state!=new_state)
                        begin
                            new_state=state;
                            transmission = 1;
                        end
                    else if (transmission == 1)
                        begin
                            if(counter < cycle_time)
                                begin
                                    TXD_o <= 0;
                                  data_buff = data + 32;
                                end
                            else if (counter == cycle_time)
                                TXD_o <= data_buff[0];
                            else if (counter == cycle_time * 2)
                                TXD_o <= data_buff[1];
                            else if (counter == cycle_time * 3)
                                TXD_o <= data_buff[2];
                            else if (counter == cycle_time * 4)
                                TXD_o <= data_buff[3];
                            else if (counter == cycle_time * 5)
                                TXD_o <= data_buff[4];
                            else if (counter == cycle_time * 6)
                                TXD_o <= data_buff[5];
                            else if (counter == cycle_time * 7)
                                TXD_o <= data_buff[6];
                            else if (counter == cycle_time * 8)
                                TXD_o <= data_buff[7];
                            else if (counter > cycle_time * 9)
                                begin
                                    TXD_o <= 1;
                                    transmission = 0;
                                    counter = 0;
                                end	
                            counter = counter +1;			
                        end
                end
        end
endmodule
==> impl_metrics.py <==
# Physical implementation metrics
metrics = {
    "worst_setup_path": {
        "rr_worst_depth": 13,
        "path_max_fanout": 11,
        "worstSetupPathType": "input pin to flop",
        "worstReg2RegStart": "nadajnik.counter[9]$_DFFE_PP_",
        "endpoint_kind": "flop",
        "reg2reg_to": "nadajnik.counter[30]$_DFFE_PP_",
        "arrival_ns": 5.29,
        "critPathLaunchType": "input pin",
        "crit_required_ns": 9.36,
        "r2r_setup_slack_ns": 4.71,
    },
    "global_routing": {
        "track_usage_pct": 18.74,
        "grt_pass1_wl_um": 18910,
        "grt_pass1_vias": 3799,
        "grt.overflow.total": 0,
        "grt_max_degree": 45,
        "antenna_found_initial": 0,
    },
    "drt": {
        "highest_layer": "met4",
        "wl_met2_um": 5080,
        "drt-total-wl_um": 11090,
        "n_antenna_cell": 0,
        "drtIter0Drc": 324,
        "dr_wl_met3_um": 469,
        "route.detailed.drc": 0,
        "num_vias": 4013,
        "wl_met1_um": 5377,
        "ant_nets": 0,
        "viasPerCell": 5.692,
        "dr.pass1.iters": 5,
        "routedWlPerCell_um": 15.74,
    },
    "placement": {
        "dp_hpwl_um": 7674,
        "port_buffers": 3,
        "place_congestion": 0.9287,
    },
    "timing": {
        "drv_slew": 0,
        "tightest_slew_ns": 0.6401,
        "fmax_mhz": 198.6,
        "relSlewSlack_pct": 56.93,
        "rsz0062_at_grt": "no",
        "setup_viol": 0,
        "skew_ns": 0.006383,
        "period_needed_ns": 5.036,
        "fin_crit_sh_pct": 55.34,
        "hold_viol_final": 0,
        "setup-tns-final_ns": 0,
        "whs_ns": 0.4433,
    },
    "synthesis": {
        "syn_area_mm2": 0.005082,
        "enable_flop_cells": 42,
        "ys_seq_share_pct": 46.01,
        "synth_flops": 85,
        "ys_chip_area_mm2": 0.005082,
        "yosysUniqueCellTypes": 70,
        "synthCells": 547,
        "yosysCellCount": 547,
        "syn_avg_cell_area_um2": 9.291,
        "async_reset_ff_share_pct": 50.59,
        "yosysWarnings": 2,
        "flop_cell": "edfxtp_1",
    },
    "clock_network": {
        "htreeDepth": 3,
        "cts.repair.resized": 0,
        "cts_num_sinks": 85,
        "root_buffer": "clkbuf_16",
        "cts_hold_buf": 0,
        "cts_setup_buffers": 0,
        "cts_buffers": 9,
        "clk_latency_ns": 0.34,
        "clk_path_buf_depth": 2,
        "tritoncts": "done",
        "path_clk_slew_ns": 0.06,
    },
    "pwr": {
        "ir_drop_mv": 0.09984,
        "p_leak_nw": 1.967,
        "power_density_mw_per_mm2": 140.7,
    },
    "floorplan": {
        "ios": 4,
        "core_area_mm2": 0.01221,
        "die_w_um": 114.7,
        "row_count": 40,
        "chipHeight_um": 114.7,
        "initial_core_util_pct": 41.62,
        "die_area_mm2": 0.01316,
    },
    "run": {
        "warnings": 25,
        "maxCapViolations": 0,
    },
    "min_path": {
        "hp-class": "flop to flop",
        "hold_end": "nadajnik.data_buff[0]$_DFFE_PP_",
        "hp-start": "odbiornik.data_buff[0]$_DFFE_PP0P_",
        "holdPathStages": 0,
    },
    "run_status": {
        "outcome": "completed",
    },
    "layout": {
        "syn2layout_area_growth_pct": 8.986,
        "drive_above_1_share_pct": 8.007,
    },
}
## how the worst max path moves through the flow
| stage | start | to |
|---|---|---|
| CTS | RXD_i | odbiornik.counter[30]$_DFFE_PP0P_ |
| global route | RXD_i | odbiornik.counter[30]$_DFFE_PP0P_ |
| finish | RXD_i | odbiornik.counter[30]$_DFFE_PP0P_ |
## synth_stat cells (6+ instances only)
cell | n | area, µm²
nor2_1 | 54 | 202.7
clkbuf_1 | 28 | 105.1
nor3_1 | 20 | 100.1
xor2_1 | 22 | 192.7
nor4_1 | 21 | 131.4
a21oi_1 | 18 | 90.09
nand4_1 | 15 | 93.84
nand2_1 | 47 | 176.4
and2_1 | 7 | 43.79
nand3_1 | 30 | 150.1
xnor2_1 | 11 | 96.34
nor3b_1 | 6 | 45.04
or3_1 | 10 | 62.56
nor2b_1 | 10 | 62.56
o21ai_0 | 32 | 160.2
dfrtp_1 | 42 | 1051
edfxtp_1 | 42 | 1261
a21o_1 | 6 | 45.04
and3_1 | 13 | 81.33
inv_1 | 16 | 60.06
mux2_2 | 8 | 90.09
a22o_1 | 6 | 52.55
## power by group
group / internal, W / switching (W) / leakage [nW] / total, W
Clock: 0.000214 / 0.000152 / 0.144 / 0.000365
Combinational: 0.00000201 / 0.00000807 / 0.905 / 0.0000101
Sequential: 0.000403 / 0.000000335 / 0.917 / 0.000404
## stage by stage
| stage | total power [W] | instances | utilization [%] | worst slack (ns) | instance area [µm²] |
|---|---|---|---|---|---|
| 2_1_floorplan | 0.0004177 | 547 | - | 4.600 | 5082 |
| 3_3_place_gp | 0.0004219 | 689 | 42.92 | 3.858 | 5241 |
| 3_5_place_dp | 0.0004220 | 689 | 42.92 | 3.785 | 5241 |
| 4_1_cts | 0.0007930 | 705 | 45.36 | 4.107 | 5539 |
| 5_1_grt | 0.0008076 | 705 | 45.36 | 3.739 | 5539 |
| 6_report | 0.0007793 | 705 | 45.36 | 4.064 | 5539 |
## final cells by class
| cell class | count | area [µm²] |
|---|---|---|
| Clock buffer | 9 | 225.2 |
| Clock inverter | 7 | 72.57 |
| Fill cell | 1159 | 6673 |
| Inverter | 17 | 63.81 |
| Multi-Input combinational cell | 410 | 2554 |
| Sequential cell | 85 | 2338 |
| Tap cell | 168 | 210.2 |
| Timing Repair Buffer | 9 | 75.07 |
## state kept, by name (all words and copies together) (netlist names)
register	count
nadajnik.counter	32
odbiornik.counter	32
nadajnik.data_buff	8
odbiornik.data_buff	8
nadajnik.TXD_o	1
nadajnik.new_state	1
nadajnik.transmission	1
odbiornik.state_buff	1
odbiornik.transmission	1
## routing by layer
metal / vias to the layer above / track usage (%)
li1: 1982 / -
met1: 1938 / 29.61
met2: 80 / 28.44
met3: 13 / 3.668
met4: 0 / 2.944
met5: - / 0
## logic make-up after synthesis
logic type	after synthesis	synth area share, %
AOI/OAI and AO/OA	98	12.75
adders and majority gates	3	0.7386
DFF	85	46.01
muxes	12	2.560
xor gates and xnor gates	33	5.687
and+or+nand+nor	264	28.16
buffers and inverters	52	4.087
## worst max-delay path, cell delays in order
cell and delay, ns:
clkdlybuf4s50_1 0.60, and3b_1 0.36, nand2_1 0.31, and2_1 0.19, ha_1 0.20, nand3_1 0.21, nor4_1 0.62, and4_1 0.36
and3_1 0.22, nand3_1 0.11, xor2_1 0.15, a21oi_1 0.13
## placed cells by master, fill, tap and decap left out, types with 8 or more instances in the layout
master and count:
xor2_1 22, edfxtp_1 42, xnor2_1 11, nor2b_1 10
a21oi_1 18, and3_1 13, nor3_1 20, nand4_1 15
clkbuf_16 9, mux2_2 8, or3_1 10, o21ai_0 32
dfrtp_1 42, nor2_1 54, nand3_1 30, inv_1 15
nor4_1 21, nand2_1 47
Power is estimated from default activity; no workload was simulated.
